===== design/flow/run.sh =====
#!/bin/bash
# OpenROAD 26Q1-2900-gdf79404cd8, Yosys 0.63+post, stock flow scripts
make -C /OpenROAD-flow-scripts/flow DESIGN_CONFIG=/design/flow/config.mk WORK_HOME=/design/flow/orfs finish

===== design/flow/config.mk =====
export PLATFORM = sky130hd
export DESIGN_NAME = neuron_processor
export DESIGN_NICKNAME = neuron_processor
export VERILOG_FILES = /design/flow/design.v
export SDC_FILE = /design/flow/constraint.sdc
export NUM_CORES = 4
export LEC_CHECK = 1
export CORE_UTILIZATION = 30
export SYNTH_HDL_FRONTEND = slang

===== design/flow/constraint.sdc =====
current_design neuron_processor

set clk_period 10.1
set clk_io_pct 0.2

create_clock -name clk0 -period $clk_period [get_ports {clk}]

set non_clock_inputs [all_inputs -no_clocks]
set_input_delay [expr $clk_period * $clk_io_pct] -clock clk0 $non_clock_inputs
set_output_delay [expr $clk_period * $clk_io_pct] -clock clk0 [all_outputs]

===== design/flow/design.v =====
module neuron_processor #(
    parameter  int PARALLEL_INPUTS = 8,
    parameter  int NUM_INPUTS      = 784,   
    localparam int POPCOUNT_WIDTH  =
        $clog2(((NUM_INPUTS + PARALLEL_INPUTS - 1) / PARALLEL_INPUTS) * PARALLEL_INPUTS + 1)
) (
    input logic clk,
    input logic rst,   
    input  logic [PARALLEL_INPUTS-1:0] inputs,
    input  logic [PARALLEL_INPUTS-1:0] weights,
    input  logic [               31:0] threshold,
    input  logic                       in_valid,
    output logic                       in_ready,
    output logic                      out_valid,
    output logic                      out,        
    output logic [POPCOUNT_WIDTH-1:0] popcount    
);
    localparam int CHUNKS      = (NUM_INPUTS + PARALLEL_INPUTS - 1) / PARALLEL_INPUTS;
    localparam int CHUNK_CNT_W = $clog2(CHUNKS + 1);
    logic [POPCOUNT_WIDTH-1:0] count_r;
    logic [   CHUNK_CNT_W-1:0] beat_r;
    logic [POPCOUNT_WIDTH-1:0] chunk_pop;
    logic [POPCOUNT_WIDTH-1:0] acc;
    assign in_ready  = 1'b1;
    assign chunk_pop = POPCOUNT_WIDTH'($countones(inputs ~^ weights));
    assign acc       = count_r + chunk_pop;
    always_ff @(posedge clk) begin
        if (rst) begin
            count_r   <= '0;
            beat_r    <= '0;
            out_valid <= 1'b0;
            out       <= 1'b0;
            popcount  <= '0;
        end else begin
            out_valid <= 1'b0;   
            if (in_valid && in_ready) begin
                if (beat_r == CHUNK_CNT_W'(CHUNKS - 1)) begin
                    out_valid <= 1'b1;
                    out       <= (acc >= threshold);
                    popcount  <= acc;
                    count_r   <= '0;
                    beat_r    <= '0;
                end else begin
                    count_r <= acc;
                    beat_r  <= beat_r + 1'b1;
                end
            end
        end
    end
endmodule

==> results.py <==
# Generated from Yosys and OpenROAD reports
metrics = {
    "status": {
        "status": "completed",
    },
    "route": {
        "via_per_inst": 4.65,
        "drt_iter0_drc": 87,
        "antenna_cells": 0,
        "wl_um": 3940,
        "dr_total_vias": 1650,
        "wl_per_cell_um": 11.1,
        "drtPass1Iterations": 4,
        "postRouteAntennaNets": 0,
        "drcViolationCount": 0,
    },
    "job": {
        "warnings": 26,
        "cap_violations": 0,
    },
    "synthesis": {
        "numSynthFlops": 29,
        "top_area_share_pct": 30.6,
        "yosysUniqueCellTypes": 43,
        "ys_cells": 216,
        "ys_top_cells_by_area": "dfxtp_1 (31%), ha_1 (12%), fa_1 (5.3%)",
        "ys_seq_share_pct": 30.6,
        "yosysChipArea_mm2": 0.00190,
        "flop_cell": "dfxtp_1",
        "synth_warnings": 0,
        "syn-instance-count": 216,
        "async_flop_share_pct": 0,
        "yosysTopAreaCell": "dfxtp_1",
        "edf_count": 0,
        "synth_area_per_cell_um2": 8.79,
        "synth_area_mm2": 0.00190,
    },
    "placement": {
        "place.port_buffers": 62,
        "gp_congestion": 0.800,
        "dpl-instance-area_mm2": 0.00259,
        "hpwl_um": 3140,
    },
    "final_timing": {
        "fin_setup_tns_ns": 0,
        "period_used_pct": 65.2,
        "fin_crit_ns": 6.58,
        "finalClockSkew_ns": 0.00780,
        "timing.hold.ws_ns": 0.460,
        "clock.fmax_mhz": 152,
        "tightest_slew_ns": 0.652,
        "rsz0062_at_grt": "false",
        "relSlewSlack_pct": 56.4,
        "slew_violations": 0,
        "hold_viol": 0,
        "final-setup-viol-count": 0,
    },
    "global_route": {
        "grt_use_met2_pct": 21.2,
        "first_global_vias": 1507,
        "met1_usage_pct": 18.3,
        "grtUsageTotal_pct": 13.0,
        "busiest_layer": "met2",
        "grt_overflow": 0,
        "antenna_found_initial": 0,
        "grtUsageMet3_pct": 2.82,
        "grt_max_degree": 27,
        "grt_pass1_wl_um": 6610,
    },
    "critical_path": {
        "critPathTopFamily": "adder cells",
        "cp_slowest_cell": "fa_1",
        "cp.depth": 17,
        "reg2reg_depth": 15,
        "reg2reg_from": "count_r[0]$_SDFFE_PP0P_",
        "critPathLaunchType": "input pin",
        "crit_type": "in -> reg",
        "endpoint_kind": "flop",
        "crit_buf_inv": 2,
        "cp-startpoint": "weights[0]",
        "path_cells": "clkdlybuf4s50_1, xnor2_1, fa_1, fa_1, inv_1, fa_1, fa_1, fa_1, nor2b_1, o21ai_0, a21oi_1, xor2_1, ha_1, o21a_1, o2111ai_1, nor3_1, a22o_1",
        "reg2reg_to": "out$_SDFFE_PP0P_",
        "cp_slowest_stage_delay_ns": 0.54,
        "crit_top_cell": "fa_1",
        "cp_max_fo": 3,
        "crit_end": "out$_SDFFE_PP0P_",
        "r2r_slack_ns": 5.53,
        "required_ns": 10.27,
        "cp.arrival_ns": 6.76,
    },
    "final_layout": {
        "stdcell_area_mm2": 0.00268,
        "lay_top_count": "clkdlybuf4s50_1",
        "lay_top_cells": "clkdlybuf4s50_1 (62), dfxtp_1 (29), nor2_1 (22)",
        "drive_gt1_share_pct": 4.29,
        "postLayoutCoreUtil_pct": 44.4,
        "syn_to_final_growth_pct": 40.9,
    },
    "power_and_ir_drop": {
        "total_power_mw": 0.423,
        "power.leakage_nw": 1.11,
        "peakVddDrop_mv": 0.122,
        "p_per_area_mw_per_mm2": 158,
    },
    "clock_network": {
        "cts_buffer_depth": 2,
        "insertion_delay_ns": 0.28,
        "cts.sinks": 29,
        "cts_htree_levels": 2,
        "postCtsHoldBufs": 0,
        "cts_buffers": 5,
        "cts-root-buf": "clkbuf_8",
        "clk_pin_slew_worst_paths_ns": 0.06,
        "cts_resized": 0,
        "cts_setup_buffers": 0,
        "cts_tree": "built",
    },
    "floorplan": {
        "core_mm2": 0.00603,
        "initial_utilization_pct": 31.5,
        "die_h_um": 81.5,
        "die_x_um": 81.5,
        "pin_count": 64,
        "chipArea_mm2": 0.00665,
        "rows": 28,
    },
    "worst_hold_path": {
        "hp-class": "reg -> reg",
    },
}
-- cells in the mapped netlist, drive strengths merged, types with 2 or more instances --
cell and instances:
fa 5, a21oi 8, nor2 22, nand3b 2, o21ai 9, xor2 9, buf 2, nand2 11
o2111ai 2, o21a 2, ha 18, o31ai 2, nand4 4, xnor2 11, nand3 4, nor2b 5
nor4b 2, nand4b 2, a22o 7, clkbuf 6, mux2i 3, nand2b 6, dfxtp 29, inv 21
a31oi 4, o32ai 2, nor4 5
-- how the worst min path moves through the flow --
stage                               startpoint                  endpoint  cells past startpoint
final                 popcount[1]$_SDFFE_PP0P_  popcount[1]$_SDFFE_PP0P_                      2
after global routing  popcount[7]$_SDFFE_PP0P_  popcount[7]$_SDFFE_PP0P_                      2
after CTS             popcount[1]$_SDFFE_PP0P_  popcount[1]$_SDFFE_PP0P_                      2
-- power breakdown --
part	total [mW]	leakage [nW]	internal (mW)	switching, mW
combinational	0.205	0.832	0.0969	0.108
clock	0.0904	0.0450	0.0476	0.0429
sequential	0.128	0.235	0.122	0.00553
total	0.423	1.11	0.266	0.157
-- flip-flops by register name (all words and copies together), names as in the netlist --
register	flops
out	1
out_valid	1
popcount	10
beat_r	7
count_r	10
-- kinds of logic (layout without fill, tap and decap cells) --
| logic type | count (synthesis) | in the layout | synth area share (%) |
|---|---|---|---|
| adder cells (fa/ha/maj) | 23 | 23 | 17.1 |
| flip-flops | 29 | 29 | 30.6 |
| other | 1 | 1 | 0.198 |
| buffers and inverters | 29 | 93 | 6.00 |
| XOR/XNOR | 20 | 20 | 9.23 |
| AND/OR/NAND/NOR | 69 | 69 | 20.2 |
| multiplexers | 3 | 3 | 1.58 |
| AND-OR/OR-AND | 42 | 42 | 15.1 |
-- metrics by stage --
stage | std cells | setup slack (ns)
2_1_floorplan | 216 | 3.88
3_3_place_gp | 347 | 3.25
3_5_place_dp | 347 | 3.19
4_1_cts | 355 | 3.48
5_1_grt | 355 | 3.30
6_report | 355 | 3.52
-- metal layers --
| metal | wire [um] | part of all wire [%] | vias to the layer above |
|---|---|---|---|
| met3 | 229 | 5.8 | 5 |
| met4 | 59 | 1.5 | 0 |
| met1 | 1900 | 48 | 720 |
| met2 | 1750 | 44 | 51 |
| li1 | - | - | 874 |
| met5 | 0 | 0 | - |
-- worst reg2reg max path, stage by stage, from the launching register on --
cell and delay [ns]:
dfxtp_1 0.32, fa_1 0.51, fa_1 0.54, inv_1 0.05, fa_1 0.50, fa_1 0.48, fa_1 0.43, nor2b_1 0.16
o21ai_0 0.12, a21oi_1 0.27, xor2_1 0.22, ha_1 0.26, o21a_1 0.17, o2111ai_1 0.17, nor3_1 0.07, a22o_1 0.20
-- cell type report --
cell class / count / area (um2)
fill: 568 / 3350
multi-input combinational: 158 / 1200
timing repair buffer: 64 / 636
sequential: 29 / 581
tap: 75 / 93.8
inverter: 21 / 78.8
clock buffer: 6 / 72.6
clock inverter: 2 / 10.0
Power and IR drop assume default switching activity.
